File: flow/run.sh
#!/bin/bash
# OpenROAD 26Q1-2900-gdf79404cd8, Yosys 0.63+post, stock flow scripts
make -C /OpenROAD-flow-scripts/flow DESIGN_CONFIG=/design/flow/config.mk WORK_HOME=/design/flow/orfs finish
File: flow/config.mk
export PLATFORM = sky130hd
export DESIGN_NAME = System
export DESIGN_NICKNAME = System
export VERILOG_FILES = /design/flow/design.v
export SDC_FILE = /design/flow/constraint.sdc
export NUM_CORES = 4
export LEC_CHECK = 1
export CORE_UTILIZATION = 40
File: flow/constraint.sdc
current_design System

set clk_period 4.9
set clk_io_pct 0.2

create_clock -name clk0 -period $clk_period [get_ports {clk}]

set non_clock_inputs [all_inputs -no_clocks]
set_input_delay [expr $clk_period * $clk_io_pct] -clock clk0 $non_clock_inputs
set_output_delay [expr $clk_period * $clk_io_pct] -clock clk0 [all_outputs]
File: flow/design.v
`timescale 1ns / 1ps
module Buzzer(input clk, input en, output speaker);
    parameter clkdivider = 100000000/440/2;
    reg [23:0] tone;
    always @(posedge clk) tone <= tone+1;
    reg [14:0] counter;
    always @(posedge clk) if (counter == 0) counter <= (tone[23] ? clkdivider-1 : clkdivider/2-1); else counter <= counter-1;
    reg speaker;
    always @(posedge clk) begin
        if (!en) speaker <= 0;
        else if (counter == 0) speaker <= ~speaker;
    end
endmodule
`timescale 1ns / 1ps
module ClockDivider #(parameter n = 50000000) (input clk, rst, output reg clk_out);
    reg [31:0] count;  
    always @ (posedge clk, posedge rst) begin
        if (rst == 1'b1)  
            count <= 32'b0;
        else if (count == n-1)
            count <= 32'b0;
        else
            count <= count + 1;
    end
    always @ (posedge clk, posedge rst) begin
        if (rst)  
            clk_out <= 0;
        else if (count == n-1)
            clk_out <= ~clk_out;    
    end
endmodule
`timescale 1ns / 1ps
module CounterModN #(parameter x = 3,parameter  n = 5) (input clk, rst, enable, load, input[x-1:0] data, output reg [x-1:0] count);
  always @(posedge clk, posedge rst) begin
    if (rst)
        count <= 0;
    else if (load) 
        count <= data;
    else if (enable & count == n-1)    
        count <= 0;
    else if (enable) 
        count <= count + 1;
  end
endmodule
`timescale 1ns / 1ps
module CounterModNUpDown #(parameter x = 3,parameter  n = 5) (input clk, reset, up, down, load, input[x-1:0] data, output reg [x-1:0] count);
  always @(posedge clk, posedge reset) begin
    if (reset)
        count <= 0;
    else if (load) 
        count <= data;
    else if (up & count == n-1)  
        count <= 0;
    else if (down & count == 0)  
        count <= n-1;
    else if (up) 
        count <= count + 1;
    else if (down)
        count <= count - 1;
  end
endmodule
`timescale 1ns / 1ps
module DeBouncer(input clk, reset, in, output out);
    reg q1,q2,q3;
    always@(posedge clk, posedge reset) begin
        if(reset == 1'b1) begin
            q1 <= 0;
            q2 <= 0;
            q3 <= 0;
        end
        else begin
            q1 <= in;
            q2 <= q1;
            q3 <= q2;
        end
    end
    assign out = (reset) ? 0 : q1 & q2 & q3;
endmodule
`timescale 1ns / 1ps
module PushButtonDetector(input clk, rst, in, output out);
    wire debouncer_out, sync_out;
    DeBouncer deb(clk, rst, in, debouncer_out);
    Synchronizer syn(clk, rst, debouncer_out, sync_out);
    RisingEdgeDetector rising(clk, rst, sync_out, out);  
endmodule
`timescale 1ns / 1ps
module RisingEdgeDetector(input clk, rst, w, output z);
  reg[1:0] state, nextState;
  parameter[1:0] A = 2'b00, B = 2'b01, C = 2'b10;
  always @(w or state)
    case(state)
      A: if (w==0) nextState = A;
          else nextState = B;
      B: if (w==0) nextState = A;
          else nextState = C;
      C: if (w==0) nextState = A;
          else nextState = C;
      default: nextState = A;
  endcase
  always @ (posedge clk or posedge rst) begin
    if(rst) state <= A;
    else state <= nextState;
  end
  assign z = (state == B);
endmodule
`timescale 1ns / 1ps
module RisingEdgeDetectorExt #(parameter n = 2) (input clk, rst, in, output reg out);
    reg[1:0] shiftReg;
    reg[31:0] count;
    always @(posedge clk) begin
        if (rst) begin 
            shiftReg <= 0;
            count <= 0;
            out <= 0;
        end
        else begin 
            shiftReg <= (shiftReg << 1) + in;
            if (count == n - 1) begin
                count <= 0;
                out <= 0;
            end
            else count <= count + 1;
            if (shiftReg == 1) begin
                count <= 0;
                out <= 1;
            end
        end
    end    
endmodule
`timescale 1ns / 1ps
module SegmentDisplay(input[3:0] x, input[1:0] sw, input dec, input enable, output reg[0:6] segment, output reg[3:0] anodes, output reg decimal_point);  
    always @ (x, sw, enable, dec) 
    begin
        if (sw == 2'b10) decimal_point = dec;
        else decimal_point = 1;
        if(!enable) anodes = 4'b1111;
        else if (sw == 2'b00) anodes = 4'b1110;
        else if (sw == 2'b01) anodes = 4'b1101;
        else if (sw == 2'b10) anodes = 4'b1011;
        else anodes = 4'b0111;
        case(x)
            0: segment = 7'b0000001;
            1: segment = 7'b1001111;
            2: segment = 7'b0010010;
            3: segment = 7'b0000110;
            4: segment = 7'b1001100;
            5: segment = 7'b0100100;
            6: segment = 7'b0100000;
            7: segment = 7'b0001111;
            8: segment = 7'b0000000;
            9: segment = 7'b0000100;
            default: segment = 7'b0110000;  
        endcase
    end
endmodule
`timescale 1ns / 1ps
module Synchronizer(input clk, reset, in, output reg out);
    reg q1;
    always@(posedge clk, posedge reset) begin
         if(reset == 1'b1) begin
            q1 <= 0;
         end
         else begin
             q1 <= in;
             out <= q1;
         end
    end
endmodule
`timescale 1ns / 1ps
module System(input clk, rst, enable, input[4:0] button_in, output[0:6] segment, output[3:0] anodes, output decimal_point, output [3:0] LEDs, output mode_led, output alarm_led, output speaker);
    reg load, mode, nextMode, alarm, alarm_flag;  
    reg[3:0] num_displayed;
    reg[4:0] alarm_hours, clk_load_time_hours;
    reg[5:0] alarm_minutes, clk_load_time_minutes; 
    wire[4:0] adjusted_alarm_hours, adjusted_time_hours, button_out; 
    wire[5:0] adjusted_alarm_minutes, adjusted_time_minutes;
    wire[1:0] adjusted, sw;
    wire[3:0] adj_leds;
    wire clk_load_reset, clk_out, clk_sec, load_out;
    wire[3:0] clk_time[3:0], adj_time[3:0]; 
    wire[3:0] sec_time[1:0];
    reg[3:0] min_display[3:0];
    genvar i;
    generate for (i = 0; i < 5; i = i + 1) begin: block1
        PushButtonDetector btn(clk, rst, button_in[i], button_out[i]);
    end endgenerate
    ClockDivider #(50000000) ckDecimal(clk, rst, clk_sec);
    SystemCounter counter(clk, rst, enable, load_out, clk_load_time_minutes, clk_load_time_hours, sec_time[0], clk_time[0], clk_time[2], sec_time[1], clk_time[1], clk_time[3]);
    SystemAdjust adjust(clk, rst, enable, button_out,
                        clk_time[3] * 10 + clk_time[2], alarm_hours, clk_time[1] * 10 + clk_time[0], alarm_minutes,
                        adj_time[0], adj_time[2], adj_time[1], adj_time[3], adjusted, 
                        adjusted_time_hours, adjusted_alarm_hours, adjusted_time_minutes, adjusted_alarm_minutes, adj_leds);
    SegmentDisplay seg(num_displayed, sw, clk_sec, enable, segment, anodes, decimal_point);
    ClockDivider #(250000) ck(clk, rst, clk_out);
    CounterModN #(2, 4) cntModN(clk_out, rst, enable, 0, 0, sw);
    integer j;
    always @(posedge clk) begin
        if (rst) 
            {load, mode, alarm_hours, alarm_minutes} <= 0;         
        else begin
            if (mode) 
                for (j = 0; j < 4; j = j + 1)
                    min_display[j] = adj_time[j];
            else 
                for (j = 0; j < 4; j = j + 1)
                    min_display[j] = clk_time[j];
            num_displayed = min_display[sw];
            mode <= nextMode;
            if(button_out[0]) begin
                if(mode) begin
                    if(adjusted[0]) 
                        {clk_load_time_minutes, clk_load_time_hours} <= {adjusted_time_minutes, adjusted_time_hours};
                    if(adjusted[1]) 
                        {alarm_minutes, alarm_hours} <= {adjusted_alarm_minutes, adjusted_alarm_hours};
                end
            end        
        end
    end
    always @(button_out[0]) begin
        case(button_out[0])
            0: nextMode = mode;
            1: nextMode = ~mode;
            default: nextMode = mode;
        endcase
    end
    RisingEdgeDetectorExt #(100000000) rising1(clk, rst, button_out[0] && mode && adjusted[0], load_out);  
    reg[6:0] last_alarm[1:0];
    always @(posedge clk) begin
        if (rst) alarm_flag <= 0;
        else if (button_out != 0) alarm_flag <= 0;
        else if (mode == 0 && clk_time[1] * 10 + clk_time[0] == alarm_minutes && clk_time[3] * 10 + clk_time[2] == alarm_hours && {sec_time[0], sec_time[1]} == 0) 
            alarm_flag <= 1;    
    end
    always @(posedge clk_sec) alarm <= ~alarm;
    Buzzer buz(clk, (alarm_flag && alarm), speaker);
    assign LEDs = (mode == 0) ? 0 : adj_leds;
    assign mode_led = mode;
    assign alarm_led = (alarm_flag && alarm);
endmodule
`timescale 1ns / 1ps
module SystemAdjust( input clk, reset, enable, input[4:0] button_out, 
                     input[4:0] input_time_hours, input_alarm_hours, input[5:0] input_time_minutes, input_alarm_minutes,
                     output[3:0] adj_minutes_units, adj_hours_units, output[2:0] adj_minutes_tens, adj_hours_tens, output[1:0] adjusted,
                     output[4:0] time_hours_out, alarm_hours_out, output[5:0] time_minutes_out, alarm_minutes_out, output reg[3:0] LED);   
    wire[5:0] clk_time[1:0], alarm_time[1:0];  
    reg[5:0] adj_time[1:0];
    reg rst_time, rst_alarm;
    reg[2:0] state, nextstate;
    parameter[2:0] Initial = 3'b000, TimeHours = 3'b001, TimeMin = 3'b010, AlarmHours = 3'b011, AlarmMin = 3'b100;
    initial nextstate = Initial; 
    integer i;
    always @(state, button_out) begin
        case(state)
            Initial: nextstate = TimeHours;
            TimeHours:
                begin
                    LED = 4'b1000; 
                    if(button_out[2]) nextstate = TimeMin;  
                    else if(button_out[1]) nextstate = AlarmMin;  
                    else nextstate = TimeHours;  
                end   
            TimeMin:
                begin
                    LED = 4'b0100; 
                    if(button_out[2]) nextstate = AlarmHours;  
                    else if(button_out[1]) nextstate = TimeHours;  
                    else nextstate = TimeMin;  
                end
            AlarmHours:
                begin
                    LED = 4'b0010;
                    if(button_out[2]) nextstate = AlarmMin;  
                    else if(button_out[1]) nextstate = TimeMin;  
                    else nextstate = AlarmHours;  
                end
            AlarmMin:
                begin
                    LED = 4'b0001;
                    if(button_out[2]) nextstate = TimeHours;  
                    else if(button_out[1]) nextstate = AlarmHours;  
                    else nextstate = AlarmMin;  
                end
            default: nextstate = TimeHours;
        endcase
       if (state == TimeHours || state == TimeMin) 
            for (i = 0; i < 2; i = i + 1)
                adj_time[i] = clk_time[i];
        else if (state == AlarmHours || state == AlarmMin) 
            for (i = 0; i < 2; i = i + 1)
                adj_time[i] = alarm_time[i];
    end
    always @(posedge clk, posedge reset) begin
        if(reset) state <= Initial;
        else if(button_out[0]) state <= Initial;
        else state <= nextstate;    
    end
    always @(posedge clk) begin
        if (clk_time[2] == 4 && clk_time[3] == 2) rst_time = 1;
        else rst_time = 0;
        if (alarm_time[2] == 4 && alarm_time[3] == 2) rst_alarm = 1;
        else rst_alarm = 0;
    end
    CounterModNUpDown #(6, 60) time_min_mod_10(clk, reset, (state == TimeMin && button_out[3]==1), (state == TimeMin && button_out[4]==1), 
                                              (state == Initial), input_time_minutes , clk_time[0]);
    CounterModNUpDown #(5, 24) time_hour_mod_10(clk, reset, (state == TimeHours && button_out[3]==1), (state == TimeHours  && button_out[4]==1),
                                               (state == Initial), input_time_hours, clk_time[1]);
    CounterModNUpDown #(6, 60) alarm_min_mod_10(clk, reset, (state == AlarmMin && button_out[3]==1), (state == AlarmMin && button_out[4]==1), 
                                               (state == Initial), input_alarm_minutes, alarm_time[0]);
    CounterModNUpDown #(5, 24) alarm_hour_mod_10(clk, reset, (state == AlarmHours  && button_out[3]==1), (state == AlarmHours  && button_out[4]==1),
                                                (state == Initial), input_alarm_hours, alarm_time[1]);
    assign adj_minutes_units = adj_time[0] % 10;
    assign adj_minutes_tens = adj_time[0] / 10;
    assign adj_hours_units = adj_time[1] % 10;
    assign adj_hours_tens = adj_time[1] / 10;
    assign time_hours_out = clk_time[1];
    assign time_minutes_out = clk_time[0];
    assign alarm_hours_out = alarm_time[1];
    assign alarm_minutes_out = alarm_time[0];
    assign adjusted = {(input_alarm_hours != alarm_hours_out || input_alarm_minutes != alarm_minutes_out), 
                       (input_time_hours != time_hours_out || input_time_minutes != time_minutes_out)};
endmodule
`timescale 1ns / 1ps
module SystemCounter(input clk, reset, enable, load, input [5:0] time_minutes, input [4:0] time_hours, output [3:0] sec_units, min_units, hour_units, output [2:0] sec_tens, min_tens, hour_tens);
    wire clk_out;  
    reg reset_counter;
    ClockDivider ck(clk, reset, clk_out);
    always @(posedge clk_out) begin
        if (sec_units == 9 && sec_tens == 5 && min_units == 9 && min_tens == 5 && hour_units == 3 && hour_tens == 2) reset_counter = 1;
        else reset_counter = 0;
    end
    CounterModN #(4, 10) sec_mod_10(clk_out, reset | reset_counter, enable, 0, 0, sec_units);
    CounterModN #(3, 6) sec_mod_6(clk_out, reset | reset_counter, sec_units == 9, 0, 0, sec_tens);
    CounterModN #(4, 10) min_mod_10(clk_out, reset | reset_counter, (sec_units == 9 && sec_tens == 5), load, time_minutes % 10 ,min_units);
    CounterModN #(3, 6) min_mod_6(clk_out, reset | reset_counter, (sec_units == 9 && sec_tens == 5 && min_units == 9), load, time_minutes / 10, min_tens);
    CounterModN #(4, 10) hour_mod_10(clk_out, reset | reset_counter, (sec_units == 9 && sec_tens == 5 && min_units == 9 && min_tens == 5), load, time_hours % 10, hour_units);
    CounterModN #(3, 3) hour_mod_6(clk_out, reset | reset_counter, (sec_units == 9 && sec_tens == 5 && min_units == 9 && min_tens == 5 && hour_units == 9), load, time_hours / 10, hour_tens);
endmodule
==> Flow_metrics.wiki <==
== Metrics ==
{| class="wikitable"
! Metric !! Value
|-
| Status || completed
|-
| CP Capture Type || flop
|-
| Core region area || just under 40000 µm²
|-
| HPWL after detailed placement || between 20000 and 25000 µm
|-
| Library cells used by synthesis || 87
|-
| Min Clock Period, post-route || 4.21 ns
|-
| Initial core utilization || 0.408
|-
| Standby leakage power || between 7 and 8 nW
|-
| Max-capacitance violation count || 0
|-
| Clock Path Buffers || 3
|-
| Chip Area, Yosys || roughly 16000 µm²
|-
| Final routed DRC violation total || 0
|-
| Post-synthesis instance total || roughly 1600
|-
| Tightest Pin Transition || ~0.95 ns
|-
| Simple-gate area share of the yosys netlist || 0.200
|-
| Endpoints left unconstrained || approximately 40
|-
| Post-synthesis average cell area || roughly 9.7 µm²
|-
| Die span in y || ~200 µm
|-
| Worst path required time || 5.33 ns
|-
| GRT Resource Usage Total || 0.164
|-
| Setup repair after global routing missed its margin || no
|-
| Adder Area Share || 0.0636
|-
| Worst vdd rail ir drop || 0.290 mV
|-
| Number of buffers added by the clock tree synthesis step || 30
|-
| Count of pins over their slew limit || 0
|-
| Area of the mapped netlist || ~16000 µm²
|-
| Normalized max-slew margin || 0.365
|-
| CTS tree || built
|-
| I/O pin total || 27
|-
| Path type of the worst setup path || reg -> reg
|-
| Post-CTS Setup Inserts || 0
|-
| Total die area || 40400 µm²
|-
| Area delta synth->final || 11.3%
|-
| Routed Antenna Nets || 0
|-
| Relative contribution of sequential cells to total power || 0.447
|-
| Vias per Instance || roughly 5.2
|-
| Number of port buffers || 26
|-
| Final number of setup-violating endpoints || 0
|-
| DRC violation total after the first TritonRoute iteration || around 700
|-
| Max Clock Freq || around 0.24 GHz
|-
| Part of the cycle the worst path needs || 0.859
|-
| Most area-hungry cell type in the Yosys netlist || dfrtp_1
|-
| Maximum level of the CTS H-tree || 1
|-
| Wirelength, routed || 31300 µm
|-
| Yosys Instances || 1639
|-
| Total power divided by cell area || around 350 nW/µm²
|-
| Worst path cell trace || a21boi_0 -> a21oi_1 -> ha_1 -> nand2b_1 -> ha_1 -> nand3b_1 -> a211o_1 -> nor4bb_1 -> a21oi_1 -> o31a_1 -> o41ai_4 -> inv_1 -> ha_1 -> o21a_1 -> a21boi_1
|-
| Max-area cell share || 0.274
|-
| Share of cells above drive strength 1 || 0.0679
|-
| Site Rows || 72
|-
| CP max FO || 8
|-
| Final worst clock skew || 0.0171 ns
|-
| Commonest cells after routing, fill and taps aside || 173 x dfrtp_1, 170 x nor2_1, 155 x nand2_1, 116 x xnor2_1, 104 x xor2_1
|-
| Largest non-sequential cell family by area || simple AND/OR/NAND/NOR gates
|-
| Warnings from Yosys || 32
|-
| Crit-path leading delay family || AND-OR/OR-AND gates
|-
| Arrival time of data at the critical path endpoint || ~4.6 ns
|-
| Yosys xor share || 0.122
|-
| Count of unclocked register or latch pins || approximately 40
|-
| End point of the critical path || segment[6]$_SDFF_PP0_
|-
| Setup slack of the worst register-to-register path || 0.69 ns
|-
| Number of detailed-routing iterations run before antenna repair || 7
|-
| Number of antenna violations at the first check in global routing || 0
|-
| Root buf cell || clkbuf_16
|-
| Tally of OpenROAD warnings || around 45
|-
| Worst reg2reg endpoint || segment[6]$_SDFF_PP0_
|-
| Final hold violation count || 0
|-
| Maximum number of pins on one net before global-route repair || 60
|-
| Number of global-route vias before repair || approximately 11000
|-
| Number of synthesized register bits || just over 300
|-
| Crit Reg-Reg Startpoint || mode$_SDFFE_PP0P_
|-
| Slowest cell on the critical path || o41ai_4
|-
| Delay of the slowest cell on the worst path || ~0.53 ns
|-
| Share of power burned in combinational logic || 0.192
|-
| Logic depth of the worst register-to-register path || 15
|-
| Clock edge transition at the registers on the reported setup and hold paths || ~0.060 ns
|-
| EDFF count, synth || 20
|-
| Die Span X || ~200 µm
|-
| Global-route wire length before repair || 53600 µm
|-
| Cell count after placement || approximately 2100
|-
| Commonest non-fill, non-tap cell in the layout || dfrtp_1
|-
| Leftover overflow at the end of global routing || 0
|-
| Cell-internal power || approximately 4.3 mW
|-
| Startpoint type of the worst setup path || flop
|-
| Post-synthesis async set-or-reset flop share || 0.576
|-
| Clock insertion delay at the later pin of the skew report || between 0.5 and 0.6 ns
|-
| Count of non-filler cells in the finished layout || approximately 2200
|-
| Mux cell area share after synthesis || 0.0205
|-
| Switching power share of the total || 0.296
|-
| Post-cts gate resize count || 0
|-
| Top cells by area, synth || dfrtp_1 27%, dfxtp_1 12%, xnor2_1 6.4%, xor2_1 5.8%, ha_1 5.5%
|-
| Total net switching power || between 1.5 and 2 mW
|-
| Ant diodes || 0
|-
| Routed vias || around 11000
|-
| HP Class || reg -> reg
|-
| Wire per inst || around 14 µm
|-
| Synth Flop Type || dfrtp_1
|-
| Crit. path cell count || 15
|-
| Sum of internal, switching and leakage power || about 6.1 mW
|-
| Timing startpoint of the critical path || mode$_SDFFE_PP0P_
|-
| AND-OR/OR-AND share of the synthesized area || 0.105
|-
| Most numerous cell on the critical path || ha_1
|-
| Clk pwr share || 0.361
|-
| Placer congestion estimate || between 0.8 and 0.9
|-
| Buffers & Inverters on Critical Path || 1
|-
| Fin Setup TNS || 0 ns
|-
| Total of hold buffers inserted after clock tree synthesis || 0
|}
## worst min path at each step
| stage | startpoint | end | slack, ns | depth (start not counted) |
|---|---|---|---|---|
| 4_1_cts | block1[0].btn.deb.q2$_DFF_PP0_ | block1[0].btn.deb.q3$_DFF_PP0_ | 0.37 | 0 |
| 5_1_grt | block1[1].btn.deb.q2$_DFF_PP0_ | block1[1].btn.deb.q3$_DFF_PP0_ | 0.38 | 0 |
| 6_report | block1[0].btn.deb.q2$_DFF_PP0_ | block1[0].btn.deb.q3$_DFF_PP0_ | 0.36 | 0 |
## final cells by class
type / instances / area, µm²
well taps: 518 / 648
clock inverters: 8 / 70.1
repair buffers: 41 / 373
flip-flops and latches: 311 / 7250
multi-input cells: 1206 / 8100
fillers: 3560 / 21200
inverters: 65 / 249
clock buffers: 48 / 920
## worst reg2reg max path: cells and delay by family (launching register included)
kind	cells	cell delay, ns
AOI/OAI and AO/OA	8	2.09
adders and majority gates	3	0.75
and+or+nand+nor	3	0.67
DFF	1	0.38
buffers and inverters	1	0.17
## flip-flops by register name (all words and copies together), names as in the netlist, 6 cells and up
signal                         flops
adjust.adj_time                   11
adjust.alarm_min_mod_10.count      6
adjust.time_min_mod_10.count       6
alarm_minutes                      6
block1.btn.rising.state           10
buz.counter                       15
buz.tone                          24
ck.count                          32
ckDecimal.count                   32
clk_load_time_minutes              6
counter.ck.count                  32
rising1.count                     32
segment                            7
## cell usage after synthesis, types with 11 or more instances
cell type / count
nor3_1: 27
nand2b_1: 13
mux2_2: 19
ha_1: 70
xor2_1: 104
nor2b_1: 14
dfrtp_1: 173
xnor2_1: 116
dfxtp_1: 97
nor2_1: 170
and4_1: 16
dlxtn_1: 15
a21o_1: 16
nand4_1: 31
and3_1: 31
edfxtp_1: 20
nor4_1: 24
and2_1: 22
inv_1: 65
clkbuf_1: 47
mux2i_1: 11
a21oi_1: 83
nand2_1: 155
o21ai_0: 41
nand3_1: 65
or3_1: 13
## power groups by stage
stage	sequential (mW)	combinational (mW)	clock [mW]
global route	2.75	1.34	2.36
finish	2.73	1.17	2.20
CTS	2.72	1.18	2.28
## through the flow
stage	utilization	setup WS, ns	cell area (µm²)	hold slack (ns)
final	0.454	0.690	17600	0.363
after global routing	0.454	0.312	17600	0.377
after CTS	0.454	0.713	17600	0.368
after detailed placement	0.428	0.747	16600	0.353
after global placement	0.428	0.801	16600	0.351
after floorplan	-	0.0641	15800	0.347
## kinds of logic (layout without fill, tap and decap cells)
logic type / after synthesis / in the layout
simple gates: 633 / 633
mux: 30 / 30
compound gates: 246 / 246
latches: 15 / 15
buf+inv: 122 / 162
xor+xnor: 220 / 220
flops: 296 / 296
fa+ha+maj: 77 / 77
## metal layers
layer | track usage | part of all wire | vias up
met3 | 0.0251 | 0.042 | 59
met5 | 0 | 0 | -
met4 | 0.0311 | 0.021 | 0
met2 | 0.247 | 0.44 | 189
li1 | - | - | 5759
met1 | 0.262 | 0.49 | 5334
Power figures rest on the tool's default switching activity, not on a simulated workload.
